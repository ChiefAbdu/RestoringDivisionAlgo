File: flow/constraint.sdc
current_design restoringDividerFinal

set clk_period 5.3
set clk_io_pct 0.2

create_clock -name clk0 -period $clk_period [get_ports {clk}]

set non_clock_inputs [all_inputs -no_clocks]
set_input_delay [expr $clk_period * $clk_io_pct] -clock clk0 $non_clock_inputs
set_output_delay [expr $clk_period * $clk_io_pct] -clock clk0 [all_outputs]
File: flow/design.v
`timescale 1ns / 1ps
module restoringDividerFinal (
    input  logic        clk,          
    input  logic        rst,          
    input  logic        start,        
    input  logic        toggle,       
    input  logic        push,         
    input  logic [15:0] user_input,   
    output logic        valid,        
    output logic [6:0]  seg,          
    output logic [7:0]  an            
);
  logic [15:0] quotient;
  logic [15:0] remainder;
    typedef enum logic {
        IDLE,          
        DIVIDE         
    } state_t;
    state_t current_state, next_state;
    logic [31:0] combined_reg, next_combined_reg;
    logic [31:0] shifted_reg, temp_reg;
    logic [4:0] iteration_count, next_iteration_count;
    logic next_valid;
    assign remainder = combined_reg[31:16];
    assign quotient  = combined_reg[15:0];
    logic [15:0] divisor; 
    logic [15:0] dividend;
    always_ff@(posedge clk or posedge rst) begin
        if (rst) begin                           
            divisor <= 16'd0;
            dividend <= 16'd0;
        end else if (push) begin                
            if (toggle) begin                   
                divisor <= user_input;
            end else begin
                dividend <= user_input;
            end        
        end
    end
    always_ff @(posedge clk or posedge rst) begin
        if (rst) begin                                   
            combined_reg     <= 32'd0;
            current_state    <= IDLE;
            iteration_count  <= 5'd0;
            valid            <= 1'b0;
        end else begin                                   
            combined_reg     <= next_combined_reg;       
            current_state    <= next_state;              
            iteration_count  <= next_iteration_count;    
            valid            <= next_valid;              
        end
    end
    always_comb begin
        next_state           = current_state;
        next_combined_reg    = combined_reg;  
        next_iteration_count = iteration_count;
        next_valid           = 1'b0;
        case (current_state)
            IDLE: begin
                next_iteration_count = 5'd0;
                if (start) begin
                    if (divisor == 16'd0) begin                  
                        next_state        = IDLE;
                        next_combined_reg = {dividend, 16'd0};   
                        next_valid        = 1'b1;                
                    end else begin
                        next_state        = DIVIDE;              
                        next_combined_reg = {16'd0, dividend};   
                    end
                end else begin
                    next_state        = IDLE;                    
                    next_combined_reg = 32'd0;                   
                end
            end
            DIVIDE: begin                                       
                shifted_reg = combined_reg << 1;
                temp_reg = {shifted_reg[31:16] - divisor, shifted_reg[15:0]};
                if (temp_reg[31]) begin
                    next_combined_reg = {shifted_reg[31:16], shifted_reg[15:1], 1'b0};
                end else begin
                    next_combined_reg = {temp_reg[31:16], shifted_reg[15:1], 1'b1};
                end
                next_iteration_count = iteration_count + 1;
                if (iteration_count == 5'd15) begin   
                    next_state = IDLE;
                    next_valid = 1'b1;
                end else begin
                    next_state = DIVIDE;
                    next_valid = 1'b0;
                end
            end
        endcase
    end
    sevenSegController disp (
        .clk(clk),
        .rst(rst),
        .remainder(remainder),
        .quotient(quotient),
        .seg(seg),
        .an(an),
        .valid(valid)
    );
endmodule
module sevenSegController (
    input  logic clk,
    input  logic rst,
    input  logic valid,
    input  logic [15:0] remainder,
    input  logic [15:0] quotient,
    output logic [6:0] seg,
    output logic [7:0] an
);
    logic clk_100Hz;   
    logic [3:0] digit;
    logic [2:0] active_sel;
    logic [16:0] clk_div_count = 0;
    logic [3:0] r_digit0,r_digit1,r_digit2,r_digit3;  
    logic [3:0] q_digit0,q_digit1,q_digit2,q_digit3;  
        always_ff@(posedge clk or posedge rst) begin
                if(rst) begin   
                        r_digit0 <= 4'h0;  
                        r_digit1 <= 4'h0;
                        r_digit2 <= 4'h0;
                        r_digit3 <= 4'h0;  
                        q_digit0 <= 4'h0;  
                        q_digit1 <= 4'h0;
                        q_digit2 <= 4'h0;
                        q_digit3 <= 4'h0;
                end else if (valid) begin   
                        r_digit3 <= remainder[15:12];   
                        r_digit2 <= remainder[11:8];
                        r_digit1 <= remainder[7:4];
                        r_digit0 <= remainder[3:0];     
                        q_digit3 <= quotient[15:12];    
                        q_digit2 <= quotient[11:8];
                        q_digit1 <= quotient[7:4];
                        q_digit0 <= quotient[3:0];      
                end
        end
        always_ff @(posedge clk or posedge rst) begin 
            if (rst) begin
                clk_div_count <= 0;
                clk_100Hz <= 0;
            end else if (clk_div_count == 10) begin
                clk_div_count <= 0;
                clk_100Hz <= ~clk_100Hz;
            end else begin
                clk_div_count <= clk_div_count + 1;
            end
        end
        always_ff @(posedge clk_100Hz or posedge rst) begin
            if (rst) begin
                active_sel <= 0;
            end else begin
                active_sel <= active_sel + 1;
            end
        end
    always_comb begin
        case (active_sel)
            3'd0: begin an = 8'b11111110; digit = r_digit0; end
            3'd1: begin an = 8'b11111101; digit = r_digit1; end
            3'd2: begin an = 8'b11111011; digit = r_digit2; end
            3'd3: begin an = 8'b11110111; digit = r_digit3; end
            3'd4: begin an = 8'b11101111; digit = q_digit0; end
            3'd5: begin an = 8'b11011111; digit = q_digit1; end
            3'd6: begin an = 8'b10111111; digit = q_digit2; end
            3'd7: begin an = 8'b01111111; digit = q_digit3; end
        endcase
        case (digit)
            4'h0: seg = 7'b1000000;
            4'h1: seg = 7'b1111001;
            4'h2: seg = 7'b0100100;
            4'h3: seg = 7'b0110000;
            4'h4: seg = 7'b0011001;
            4'h5: seg = 7'b0010010;
            4'h6: seg = 7'b0000010;
            4'h7: seg = 7'b1111000;
            4'h8: seg = 7'b0000000;
            4'h9: seg = 7'b0011000;
            4'hA: seg = 7'b0001000;   
            4'hB: seg = 7'b0000011;   
            4'hC: seg = 7'b1000110;   
            4'hD: seg = 7'b0100001;   
            4'hE: seg = 7'b0000110;   
            4'hF: seg = 7'b0001110;   
            default: seg = 7'b0111111;  
        endcase
    end
endmodule
File: flow/run.sh
#!/bin/bash
# OpenROAD 26Q1-2900-gdf79404cd8, Yosys 0.63+post, stock flow scripts
make -C /OpenROAD-flow-scripts/flow DESIGN_CONFIG=/design/flow/config.mk WORK_HOME=/design/flow/orfs finish
File: flow/config.mk
export PLATFORM = sky130hd
export DESIGN_NAME = restoringDividerFinal
export DESIGN_NICKNAME = restoringDividerFinal
export VERILOG_FILES = /design/flow/design.v
export SDC_FILE = /design/flow/constraint.sdc
export NUM_CORES = 4
export LEC_CHECK = 1
export CORE_UTILIZATION = 50
export SYNTH_HDL_FRONTEND = slang
==> flow_summary.json <==
{
  "clk-insertion-delay-late_ns": 0.40,
  "count_of_unclocked_register_or_latch_pins": 3,
  "netlist.area_leader.share_pct": 49.2,
  "worstHoldEndpoint": "iteration_count[0]",
  "total_area_of_multi_input_combinational_cells_sq_um": 2920,
  "timing.setup.critical_path_class": "flip-flop to output pin",
  "grt_pass1_vias": 4062,
  "avgRoutedWirePerCell_um": 17.1,
  "core_area_sq_um": 12200,
  "worst-path-max-fanout": 7,
  "cts_repair_resize_count": 0,
  "worst_hold_startpoint": "iteration_count[0]",
  "final_global_route_overflow_total": 0,
  "tritoncts.num_buffers": 17,
  "dpl_worst_slack_ns": 1.79,
  "routed-via-count": 4182,
  "number_of_antenna_violations_at_the_first_check_in_global_routing": 0,
  "initialDrtViolationCount": 299,
  "yosysUniqueCellTypes": 65,
  "grtUsageTotal_pct": 22.6,
  "drcViolationCount": 0,
  "final-seq-area_sq_um": 3100,
  "n_antenna_cell": 0,
  "tool_warnings": 34,
  "max-vdd-ir-drop_mv": 0.267,
  "final_area_sq_um": 7330,
  "place.detailed.instances": 722,
  "final-hold-violation-count": 0,
  "ys_sh_simple_pct": 10.2,
  "clk_root_buffer_cell": "clkbuf_16",
  "setup_violations": 0,
  "arrival_ns": 2.85,
  "number_of_standard_cell_rows_in_the_floorplan": 40,
  "max-cap-violations": 0,
  "synth_compound_gate_area_share_pct": 12.8,
  "fillCellCount": 999,
  "synth_area_sq_um": 6300,
  "area_leaders": "dfrtp_1 (49%), mux2_2 (12%), ha_1 (6.0%)",
  "async_flop_share_pct": 100,
  "yosys_area_sq_um": 6300,
  "port-buffer-count": 36,
  "rr_endpoint": "combined_reg[19]",
  "post-dp-hpwl_um": 9470,
  "grt_first_pass_wirelength_um": 21700,
  "synthAdderAreaFrac_pct": 6.27,
  "synth_cells": 539,
  "top_area_cell": "dfrtp_1",
  "most_instantiated_flip_flop_cell_in_the_synthesis_netlist": "dfrtp_1",
  "endpoints_left_unconstrained": 11,
  "hold_crit_depth": 1,
  "synth_seq_share_pct": 49.2,
  "synth_warnings": 0,
  "finalCritPeriodShare_pct": 73.8,
  "crit-reg2reg-launch": "combined_reg[21]",
  "dieArea_sq_um": 13100,
  "timing.reg2reg.setup_slack_ns": 2.51,
  "setup.worst_path.end_class": "output pin",
  "layout.cells.most_common_list": "dfrtp_1 (124), mux2_2 (67), clkdlybuf4s50_1 (36), nand2_1 (34), ha_1 (30)",
  "crit_path_start_kind": "flip-flop",
  "final_common_cell": "dfrtp_1",
  "xor_area_share_pct": 4.57,
  "netlist_logic_family_top": "AND-OR/OR-AND gates",
  "clock_tree_from_tritoncts": "done",
  "drt_first_pass_iters": 8,
  "postLayoutSetupSlackWorst_ns": 1.39,
  "accumulated_negative_setup_slack_ns": 0,
  "ant_nets": 0,
  "timing.slew.headroom_pct": 54.2,
  "worst_clock_skew_ns": 0.00820,
  "fp_util_pct": 51.8,
  "min-delay-path-class": "flip-flop to flip-flop",
  "gpl.final_weighted_congestion": 0.924,
  "die_height_um": 114,
  "average_footprint_of_a_synthesized_cell_sq_um": 11.7,
  "ys_sh_mux_pct": 12.4,
  "ys.flops": 124,
  "timing_max_transition_violations_final": 0,
  "hold_buffers": 0,
  "grt_setup_unrepaired": "false",
  "finish.utilization_pct": 60.3,
  "clock_tree.htree_level_count": 4,
  "rr_worst_depth": 9,
  "outcome": "finished clean",
  "cp.required_ns": 4.24,
  "cts_setup_buffers": 0,
  "fmax_mhz": 256,
  "die_width_um": 114,
  "enable_flop_cells": 0,
  "cellPowerDensity_nw_per_um2": 553,
  "grt_start_max_net_pins": 55,
  "layout-area-overhead-vs-synth_pct": 16.3,
  "vias_per_cell": 5.56,
  "worst_setup_hold_path_clk_slew_ns": 0.05,
  "ys_cells": 539,
  "fin_cells": 752,
  "tightest_slew_ns": 0.680,
  "routed_wirelength_um": 12800,
  "largest_register_ffs": 32,
  "placed_area_sq_um": 6750,
  "design.portCount": 37,
  "clock_path_buffers": 2,
  "drive_above_1_share_pct": 20.2,
  "cell_leakage_power_nw": 3.22,
  "min_period_ns": 3.91
}
synth_stat cells, types with 3 or more instances:
cell and number:
a21o_1 5, a21oi_1 18, a21oi_2 4, a221oi_1 5, a222oi_1 3, a22o_1 16, a32oi_1 5, and3_1 8
and4_1 5, buf_1 4, buf_2 6, buf_4 3, buf_6 3, clkbuf_1 9, clkbuf_8 3, dfrtp_1 124
ha_1 30, inv_1 29, mux2_2 67, mux2i_1 3, nand2_1 34, nand2b_1 3, nand3_1 20, nand3b_1 4
nand4_1 5, nor2_1 15, nor2b_1 4, nor4_1 9, o21a_1 3, o21ai_0 5, o22ai_1 6, o311ai_1 9
o31ai_1 4, xnor2_1 18, xor2_1 13
layout make-up:
class	count	share of cell area (%)
Sequential cell	124	42.3
Clock buffer	23	6.65
Inverter	29	1.52
Multi-Input combinational cell	358	39.8
Timing Repair Buffer	43	5.63
Clock inverter	7	1.26
Tap cell	168	2.87
stage by stage:
stage                     hold slack (ns)  power [mW]
after detailed placement            0.453        2.96
final                               0.476        4.06
after floorplan                     0.424        2.61
after global placement              0.442        2.94
after global routing                0.508        4.35
after CTS                           0.483        4.09
cells by family (layout without fill, tap and decap cells):
logic type               count (synthesis)  in the layout
buffers and inverters                   57            102
flip-flops                             124            124
XOR/XNOR                                32             32
AND-OR/OR-AND                          105            105
AND/OR/NAND/NOR                        120            120
multiplexers                            70             70
adder cells (fa/ha/maj)                 31             31
power breakdown:
part | switching (mW) | total [mW] | internal [mW]
Clock | 0.379 | 1.11 | 0.734
Sequential | 0.237 | 1.47 | 1.23
Combinational | 0.733 | 1.48 | 0.746
critical path, stage by stage, from the launching register on:
cell and delay (ns):
dfrtp_1 0.38, a222oi_1 0.32, a21oi_1 0.11, a221oi_1 0.32, a21oi_2 0.18, inv_1 0.12
ha_1 0.28, a211oi_1 0.18, a21oi_1 0.06, o21a_1 0.11, clkdlybuf4s50_1 0.39
worst max path at each step:
stage,startpoint,to,slack (ns),depth (start not counted)
final,disp.q_digit1[0],seg[3],1.39,10
after CTS,disp.q_digit2[1],seg[3],1.36,9
after global routing,disp.q_digit2[1],seg[3],1.06,10
routing by layer:
layer	vias up	global-route usage, %	part of all wire, %
met5	-	0	0
met4	0	2.51	0.81
met3	6	5.02	5.4
met2	90	31.0	43
met1	2041	39.7	50
li1	2045	-	-
No activity file was given, so power comes from the tool's default toggle rates.
